==> flow/design.v <==
module spi_bram_controller #(
    parameter DATA_WIDTH = 8,        
    parameter MEM_DEPTH = 256,       
    parameter ADDR_WIDTH = $clog2(MEM_DEPTH)
)(
    input wire clk,
    input wire rst,
    input wire [DATA_WIDTH-1:0] rx_data,
    input wire rx_valid,
    output wire rx_ready,
    output wire [DATA_WIDTH-1:0] tx_data,
    output wire tx_valid,
    input wire tx_ready
);
    reg [DATA_WIDTH-1:0] memory [0:MEM_DEPTH-1];
    integer init_i;
    initial begin
        for (init_i = 0; init_i < MEM_DEPTH; init_i = init_i + 1) begin
            memory[init_i] = 0;
        end
    end
    reg [ADDR_WIDTH-1:0] address;
    reg read_mode;   
    always @(posedge clk) begin
        if (rst) begin
            address <= 0;
            read_mode <= 0;
        end else if (rx_valid && rx_ready) begin
            if (rx_data == 8'hFF) begin
                address <= 0;
            end else if (rx_data == 8'hFE) begin
                read_mode <= 1;
            end else begin
                address <= address + 1;
            end
        end
    end
    always @(posedge clk) begin
        if (rx_valid && rx_ready && rx_data != 8'hFF && rx_data != 8'hFE && !read_mode) begin
            memory[address] <= rx_data;
        end
    end
    reg [DATA_WIDTH-1:0] read_data_reg;
    always @(posedge clk) begin
        read_data_reg <= memory[address];
    end
    assign tx_data = read_data_reg;
    assign tx_valid = 1'b1;       
    assign rx_ready = 1'b1;       
endmodule
==> flow/run.sh <==
#!/bin/bash
# OpenROAD 26Q1-2900-gdf79404cd8, Yosys 0.63+post, stock flow scripts
make -C /OpenROAD-flow-scripts/flow DESIGN_CONFIG=/design/flow/config.mk WORK_HOME=/design/flow/orfs finish
==> flow/config.mk <==
export PLATFORM = sky130hd
export DESIGN_NAME = spi_bram_controller
export DESIGN_NICKNAME = spi_bram_controller
export VERILOG_FILES = /design/flow/design.v
export SDC_FILE = /design/flow/constraint.sdc
export NUM_CORES = 4
export LEC_CHECK = 1
export CORE_UTILIZATION = 50
==> flow/constraint.sdc <==
current_design spi_bram_controller

set clk_period 54.4
set clk_io_pct 0.2

create_clock -name clk0 -period $clk_period [get_ports {clk}]

set non_clock_inputs [all_inputs -no_clocks]
set_input_delay [expr $clk_period * $clk_io_pct] -clock clk0 $non_clock_inputs
set_output_delay [expr $clk_period * $clk_io_pct] -clock clk0 [all_outputs]
==> Changelog: implementation <==
## Flow update

- Outcome: complete, no violations
- Chip Area, Yosys: 0.0788 mm²
- Fmax: 73.1 MHz
- Post-synth area hogs: edfxtp_1 (78%), mux4_2 (15%), a22oi_1 (2.5%)
- Gr usage total: 0.269
- Hold/Removal Path Class: reg2reg
- Final Core Density: 0.562
- CP max stage cell: nor2_1
- Clock tree buffer depth: 3
- Final HPWL DP: 110000 µm
- Iteration tally of the first detailed-router pass: 9
- Pwr Density: 36.7 mW/mm²
- Total Power: 3220 µW
- Minimum clock period: 13690 ps
- DR iter-0 viols: 2308
- Post-DR wirelength/cell: 31.2 µm
- Top Family by Delay on Critical Path: simple AND/OR/NAND/NOR gates
- Non-Filler Instances: 5911
- WHS: 577 ps
- Max reg flops: 2048
- Cells after Synth: 3585
- Vias in the first global route: 41400
- Final hold viol count: 0
- Initial antenna violation count: 7
- TritonCTS buffer count: 198
- Die Height: 399 µm
- Die Span X: 399 µm
- Critical Path AT: 14110 ps
- Global-route wire length before repair: 270000 µm
- H-tree depth: 4
- Slew headroom: 0.212
- RSZ-0062 raised after global routing: false
- Total routed wirelength: 184000 µm
- Max Cap Viol: 0
- CTS resizes: 0
- Worst VDD drop: 0.0312 mV
- CP max FO: 91
- # hold bufs at CTS: 0
- Async SR Flop Fraction: 0
- Tool warnings: 39
- Largest net degree at the start of global routing: 138
- PortBufs: 18
- Main flop type: edfxtp_1
- Slew @ Worst Pin: 1170 ps
- Fillcell total: 11000
- # IOs: 22
- Num rows: 145
- Cells along the critical path: clkbuf_8 > nand4_1 > o21ai_1 > nor3b_1 > nand2_1 > buf_4 > nor2_1
- Clock Sinks: 2065
- Vias: 36700
- DP Cell Count: 5549
- Remaining DRCs: 0
- Critical path class: in2reg
- Total grt overflow: 0
- Post-route ant nets: 0
- Worst Setup End Kind: flop
- Part of the cycle the worst path needs: 0.252
- Most frequent cells after synthesis: edfxtp_1 (2048), mux4_2 (512), nor2_1 (265), a22oi_1 (258), clkbuf_1 (148)
- Max Clock Skew: 26.6 ps
- Area leader share: 0.780
- Worst-path clk slew: 60 ps
- Ys flops: 2065
- Cell taking the most area after synthesis: edfxtp_1
- Sequential cell area: 0.0618 mm²
- Skew-Pair Late Insertion Delay: 810 ps
- Comb area: 0.0160 mm²
- Chip footprint: 0.159 mm²
- Post-synth EDFFs: 2048
- YS warnings: 1
- Vias per cell: 6.22
- Total negative slack: 0 ps
- Area added between synthesis and finish: 11.4%
- Netlist Area Pre-Place: 0.0788 mm²
- CTS tree: yes
- Core area: 0.156 mm²
- Buffer and inverter count on the worst path: 2
- GP Congestion: 0.919
- FP Core Util: 0.504
- Average cell area after synthesis: 22.0 µm²
- Pleak: 0.0262 µW
- CTS root buf: clkbuf_16
- Pins Over Slew Limit: 0
- Proportion of layout cells with a drive suffix above 1: 0.241
- Peak per-stage delay on the critical path: 720 ps
- Sequential share of the synthesized area: 0.785
- Most common cell in the netlist: edfxtp_1
- CP Launch Type: primary input
- # Cells Yosys: 3585
- Setup Fix Bufs, Post-CTS: 0
- Required time of the critical path: 54820 ps
- Distinct lib cells used: 32
- Endpoints failing setup: 0
## per-stage QoR
step	cell area [µm²]	setup slack, ps
finish	87800	40710
global route	87800	40440
global placement	81500	40040
floorplan	78800	41580
detailed placement	81500	39880
CTS	87800	40760
## worst register-to-register path: cells and delay by family (launching register included)
kind                   cells  cell delay, ps
buffers and inverters      4            2270
AOI/OAI and AO/OA          3            1320
DFF                        1             840
muxes                      1             440
and+or+nand+nor            1             190
## placed cells by master, fill, tap and decap left out, drive strengths merged, types with 2 or more instances in the layout
master	n
nor2	265
clkinv	86
o21ai	4
ha	4
nor3	2
o41ai	32
a211oi	4
nand2	31
or2	2
bufinv	16
a41oi	2
a21oi	135
mux4	512
clkbuf	249
a22oi	258
nand3	4
nand2b	2
diode	4
dfxtp	17
clkdlybuf4s50	10
clkinvlp	8
conb	2
nor2b	6
nand4	13
edfxtp	2048
a31oi	2
buf	117
inv	9
and2	4
## routing by layer
metal  vias to the layer above  routed length (µm)  GRT usage
li1                      15400                   -          -
met2                      2296               87500      0.382
met1                     18600               58900      0.349
met3                       342               31900      0.208
met4                        22                5540     0.0620
met5                         -                 328     0.0173
## worst paths after layout
path	start	endpoint	slack, ps	cells after the start
worst max-delay path	rx_data[6]	memory[100][2]	40710	7
worst max register to register	address[1]	read_data_reg[3]	49170	9
worst min-delay path	address[7]	address[7]	580	1
worst min register to register	address[7]	address[7]	580	1
## final cells by class
type,count,share of cell area
Antenna cell,4,0.000114
Clock buffer,241,0.0595
Clock inverter,117,0.0118
Inverter,2,0.0000855
Multi-Input combinational cell,1289,0.182
Sequential cell,2065,0.704
Tap cell,2058,0.0293
Timing Repair Buffer,135,0.0133
## power breakdown
group | switching, µW | internal, µW | total (µW)
Clock | 563 | 756 | 1320
Sequential | 2.67 | 1750 | 1750
Combinational | 90.6 | 60.5 | 151
Total | 656 | 2570 | 3220
## logic make-up after synthesis
family,share of synthesized area
adders and majority gates,0.000635
AOI/OAI and AO/OA,0.0377
DFF,0.785
muxes,0.146
and+or+nand+nor,0.0170
buffers and inverters,0.0136
other,0.0000476
No activity file was given, so power comes from the tool's default toggle rates.
